[./design.v]
module ps2_keyboard(
    input clk,
    input clrn,
    input ps2_clk,
    input ps2_data,
    input nextdata_n,
    output [7:0] data,
    output reg ready,
    output reg overflow,
    output [7:0] key_count   
);
    reg [9:0] buffer;
    reg [7:0] fifo[7:0];
    reg [2:0] w_ptr, r_ptr;
    reg [3:0] count;
    reg [7:0] key_count_reg;   
    reg [2:0] ps2_clk_sync;
    always @(posedge clk) begin
        ps2_clk_sync <= {ps2_clk_sync[1:0], ps2_clk};
    end
    wire sampling = ps2_clk_sync[2] & ~ps2_clk_sync[1];
    always @(posedge clk or negedge clrn) begin
        if (!clrn) begin
            count <= 0; w_ptr <= 0; r_ptr <= 0; overflow <= 0; ready <= 0;
            key_count_reg <= 8'd0;   
        end else begin
            if (ready) begin
                if (nextdata_n == 1'b0) begin
                    r_ptr <= r_ptr + 3'b1;
                    if (w_ptr == (r_ptr + 1'b1))
                        ready <= 1'b0;
                end
            end
            if (sampling) begin
                if (count == 4'd10) begin
                    if ((buffer[0] == 0) && ps2_data && (^buffer[9:1])) begin
                        fifo[w_ptr] <= buffer[8:1];
                        w_ptr <= w_ptr + 3'b1;
                        ready <= 1'b1;
                        overflow <= overflow | (r_ptr == (w_ptr + 3'b1));
                        if (buffer[8:1] != 8'b11110000) begin   
                            key_count_reg <= key_count_reg + 1;
                        end
                    end
                    count <= 0;
                end else begin
                    buffer[count] <= ps2_data;
                    count <= count + 3'b1;
                end
            end
        end
    end
    assign key_count = key_count_reg;
    assign data = fifo[r_ptr];   
endmodule
[./run.sh]
#!/bin/bash
# OpenROAD 26Q1-2900-gdf79404cd8, Yosys 0.63+post, stock flow scripts
make -C /OpenROAD-flow-scripts/flow DESIGN_CONFIG=/design/flow/config.mk WORK_HOME=/design/flow/orfs finish
[./config.mk]
export PLATFORM = sky130hd
export DESIGN_NAME = ps2_keyboard
export DESIGN_NICKNAME = ps2_keyboard
export VERILOG_FILES = /design/flow/design.v
export SDC_FILE = /design/flow/constraint.sdc
export NUM_CORES = 4
export LEC_CHECK = 1
export CORE_UTILIZATION = 40
[./constraint.sdc]
current_design ps2_keyboard

set clk_period 3.9
set clk_io_pct 0.2

create_clock -name clk0 -period $clk_period [get_ports {clk}]

set non_clock_inputs [all_inputs -no_clocks]
set_input_delay [expr $clk_period * $clk_io_pct] -clock clk0 $non_clock_inputs
set_output_delay [expr $clk_period * $clk_io_pct] -clock clk0 [all_outputs]
==> flow_summary_export.csv <==
group,metric,value,unit
run_status,status,"completed",
final_timing,finalSetupViolations,0,
grt,antenna_found_initial,0,
yosys,syn_area,4413,um2
grt,grt_pass1_vias,2514,
grt,gr-usage-all-layers,15.97,%
final_timing,post-route-min-period,3676,ps
setup_path,reg2reg_setup_slack,970,ps
cells_and_area,syn2layout_area_growth,12.62,%
route,wl_per_cell,17.14,um
flow_run,max-cap-violations,0,
place,numPortBuffers,22,
setup_path,worstSetupPathType,"flip-flop to primary output",
floorplanning,fp-utilization,41.99,%
cells_and_area,largest_reg_flops,64,
yosys,syn_avg_cell_area,14.52,um2
floorplanning,pin_count,23,
yosys,yosysSeqAreaShare,63.06,%
clock_tree,cts_max_level,3,
final_timing,fmax,272.1,MHz
route,drc_errors,0,
yosys,flop_cell,"edfxtp_1",
yosys,ys_async_sr_fraction,20.62,%
min_path,min_from,"ps2_clk_sync[0]",
place,postPlaceCellArea,4750,um2
yosys,area_leaders,"edfxtp_1 50%, dfrtp_1 11%, ha_1 6.5%, mux2_2 3.8%, o21ai_0 2.7%",
pwr,power.total,0.002936,W
cells_and_area,fillers,916,
pwr,ir_drop,0.3998,mV
grt,grt_max_degree,20,
clock_tree,hold_buffers,0,
clock_tree,clkTransAtPathRegs,90,ps
setup_path,critPathMaxFanout,11,
final_timing,finalClockSkew,9.573,ps
final_timing,finalCritPeriodShare,94.25,%
cells_and_area,regArea,2784,um2
final_timing,final.setup.tns,0,ps
yosys,syn-instance-count,304,
final_timing,rsz0062_at_grt,"false",
route,via_count,2563,
setup_path,worstReg2RegEnd,"fifo[0][4]",
floorplanning,row_count,37,
route,drtIter0Drc,157,
setup_path,crit_path_end_kind,"primary output",
floorplanning,chip_area,11460,um2
yosys,edf_count,74,
clock_tree,cts.path.max_buffers,2,
yosys,yosysChipArea,4413,um2
yosys,synth_cell_types,52,
route,postRouteAntennaNets,0,
floorplanning,die_w,107.0,um
setup_path,crit_required,3120,ps
clock_tree,cts_tree,"yes",
final_timing,hold_slack,344.9,ps
yosys,yosys.area.top_type,"edfxtp_1",
setup_path,worstPathArrival,2900,ps
pwr,power_leakage,1.788,nW
yosys,ys.flops,97,
grt,grt.overflow.total,0,
yosys,ys_cells,304,
final_timing,maxSlewHeadroom,61.41,%
clock_tree,numCtsBuffers,9,
place,hpwl,5.486,mm
route,drt-total-wl,8.006,mm
final_timing,tightest_slew,578.8,ps
flow_run,warnings,38,
setup_path,rr_worst_depth,6,
final_timing,finalHoldViolCount,0,
final_timing,final-max-slew-violation-count,0,
setup_path,startpoint_type,"flip-flop",
pwr,powerDensity,590.7,nW/um2
clock_tree,cts_sinks,97,
grt,grt_pass1_wl,13.04,mm
cells_and_area,final_cell_area,4970,um2
place,gp_congestion,0.8199,
setup_path,reg2reg_from,"count[0]",
clock_tree,clk_latency,360,ps
cells_and_area,logic_area,1501,um2
route,n_antenna_cell,0,
route,drtPass1Iterations,4,
yosys,yosys_warnings,2,
floorplanning,core-area,10510,um2
min_path,hold_class,"flip-flop to flip-flop",
yosys,netlist.area_leader.share,50.35,%
clock_tree,cts_root_buf,"clkbuf_8",
route,via_per_inst,5.488,
cells_and_area,drive_gt1_share,14.80,%
min_path,holdPathEnd,"ps2_clk_sync[1]",
min_path,whs_path_depth,0,
floorplanning,die_y,107.0,um
cells_and_area,fin_util,47.29,%
worst max-delay path by stage:
stage | from | end | slack, ps | cells past startpoint
CTS | r_ptr[2] | data[3] | 20 | 6
global route | r_ptr[0] | data[5] | 50 | 6
finish | r_ptr[0] | data[3] | 220 | 6
layout by cell type, fill, tap and decap left out, types with 8 or more instances in the layout:
master / synthesis / routed
a221oi_1: 10 / 10
a222oi_1: 8 / 8
and4_1: 8 / 8
clkbuf_8: 0 / 9
clkdlybuf4s50_1: 0 / 22
dfrtp_1: 20 / 19
edfxtp_1: 74 / 74
ha_1: 23 / 23
inv_1: 15 / 15
mux2_2: 15 / 15
nand2_1: 10 / 10
nand3_1: 8 / 8
o21ai_0: 24 / 24
xor2_1: 9 / 9
repair_timing:
item,in CTS,in global routing
endpoints found under the setup margin,0,8
setup buffers,0,0
resized,0,1
where the power goes:
part / internal, W / switching [W] / total, W
sequential: 0.00117 / 0.000110 / 0.00128
combinational: 0.000508 / 0.000452 / 0.000960
clock: 0.000316 / 0.000375 / 0.000692
total: 0.00200 / 0.000937 / 0.00294
through the flow:
| stage | setup slack, ps | cells |
|---|---|---|
| 2_1_floorplan | 1302 | 304 |
| 3_3_place_gp | 560.3 | 451 |
| 3_5_place_dp | 446.3 | 451 |
| 4_1_cts | 16.80 | 467 |
| 5_1_grt | 45.00 | 467 |
| 6_report | 224.3 | 467 |
worst max-delay path, cell delays in order (launching register included):
cell	delay (ps)
dfrtp_1	460
ha_1	260
ha_1	320
nor4_1	350
nand2b_1	360
mux2_2	380
clkdlybuf4s50_1	400
cell families after synthesis:
| group | Yosys count | synth area share [%] |
|---|---|---|
| and+or+nand+nor | 66 | 10.43 |
| DFF | 97 | 63.06 |
| AOI/OAI and AO/OA | 55 | 8.648 |
| muxes | 17 | 4.310 |
| buffers and inverters | 29 | 2.920 |
| adders and majority gates | 23 | 6.521 |
| xor gates and xnor gates | 17 | 4.111 |
layer usage:
layer  global-route usage [%]  up-vias  part of all wire [%]
met5                        0        -                     0
met4                    1.957        0                   1.6
met3                    6.262       12                   9.0
met2                    23.50       87                    46
met1                    24.87     1248                    43
li1                         -     1216                     -
synth_stat cells (2+ instances only):
library cell   n
nor4_1         2
nand3_1        8
buf_6          2
mux2_2        15
nor2b_1        3
and4_1         8
edfxtp_1      74
dfxtp_1        3
xor2_1         9
ha_1          23
and2_1         2
and3_1         2
inv_1         15
clkbuf_1       8
and3_2         2
nor2_1         6
nand4_1        2
nand2b_1       3
nor3_1         3
a41oi_1        2
nand2_1       10
nor4_2         5
dfrtp_1       20
nor3b_1        2
o21ai_0       24
xnor2_1        6
a221oi_1      10
a222oi_1       8
a31oi_1        4
layout make-up:
type	instances	area share (%)
flip-flops and latches	97	56.02
multi-input cells	178	30.21
repair buffers	24	4.733
well taps	136	3.424
clock buffers	9	2.492
clock inverters	7	1.913
inverters	16	1.208
Power is estimated from default activity; no workload was simulated.
