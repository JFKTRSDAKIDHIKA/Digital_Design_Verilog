$ cat ./design.v
module ALU32bits(A, B, Output, FSel);
	input [31:0] A;
	input [31:0] B;
	input [2:0] FSel;
	output [31:0] Output;
	wire ALUSel;
	wire not_num0, not_num1, not_num2, not_num3;
	not (not_num0, FSel[0]);
	not (not_num1, FSel[1]);
	not (not_num2, FSel[2]);
	and (not_num3, not_num0, not_num1, not_num2);	
	not (ALUSel, not_num3);
	wire [31:0] ADSResult;
	wire overflow;
	wire Cout;
	AdderAndSuber32bits ADSUnit (.A(A), .B(B), .Cin(ALUSel), .Cout(Cout), .S(ADSResult), .overflow(overflow));
	wire [31:0]  a , b, c, d, e, f, g;
	assign a = ADSResult;  
	assign b = ADSResult;  
	assign c = ~A;  
	assign d = A & B;  
        assign e = A | B;  
	assign f = A ^ B;  
	assign g = ({31'b0, overflow} ^ {31'b0, ADSResult[31]});
	reg [31:0] h;   
	always @(*) begin
    		if (ADSResult == 32'b0) begin
        		h = 32'b1;   
    		end else begin
        		h = 32'b0;   
    		end
	end
	mux8to1 mux(.sel(FSel), .a(a), .b(b), .c(c), .d(d), .e(e), .f(f), .g(g), .h(h), .y(Output));
endmodule
module AdderAndSuber32bits (A, B, Cin,Cout, S, overflow);
	input [31:0] A, B;
	wire [31:0] InvertB;
	input Cin;
	wire [32:0] C;
	output [31:0] S;
	output Cout;
	output overflow;
	assign C[0] = Cin;
	genvar i;
	generate
		for(i = 0; i < 32; i = i + 1) begin : adders
			assign InvertB[i] = B[i] ^ C[0];
			Adder1bit u (.X(A[i]), .Y(InvertB[i]), .Cin(C[i]), .Cout(C[i + 1]), .Sum(S[i]));
		end 
	endgenerate
	assign Cout = C[32];
	assign overflow = (C[0] == 1'b0)?
	       	((A[31] == B[31]) && (S[31] != A[31])) :
		((A[31] == !B[31]) && (S[31] != A[31]));
endmodule
module mux8to1 (
    input [2:0] sel,   
    input [31:0] a,           
    input [31:0] b,           
    input [31:0] c,           
    input [31:0] d,           
    input [31:0] e,           
    input [31:0] f,           
    input [31:0] g,           
    input [31:0] h,           
    output reg [31:0] y           
);
    always @(*) begin
        case (sel)
            3'b000: y = a;   
            3'b001: y = b;   
            3'b010: y = c;   
            3'b011: y = d;   
            3'b100: y = e;   
            3'b101: y = f;   
            3'b110: y = g;   
            3'b111: y = h;   
            default: y = a;  
        endcase
    end
endmodule
module Adder1bit(X, Y, Cin, Cout, Sum);
	input X, Y, Cin;
	output Cout, Sum;
	assign Cout = Y & Cin | X & Cin | X & Y;
	assign Sum = X ^ Y ^ Cin;
endmodule
$ cat ./run.sh
#!/bin/bash
# OpenROAD 26Q1-2900-gdf79404cd8, Yosys 0.63+post, stock flow scripts
make -C /OpenROAD-flow-scripts/flow DESIGN_CONFIG=/design/flow/config.mk WORK_HOME=/design/flow/orfs finish
$ cat ./config.mk
export PLATFORM = sky130hd
export DESIGN_NAME = ALU32bits
export DESIGN_NICKNAME = ALU32bits
export VERILOG_FILES = /design/flow/design.v
export SDC_FILE = /design/flow/constraint.sdc
export NUM_CORES = 4
export LEC_CHECK = 1
export CORE_UTILIZATION = 40
$ cat ./constraint.sdc
current_design ALU32bits

set clk_period 20.9
set clk_io_pct 0.2

create_clock -name clk0 -period $clk_period

set non_clock_inputs [all_inputs -no_clocks]
set_input_delay [expr $clk_period * $clk_io_pct] -clock clk0 $non_clock_inputs
set_output_delay [expr $clk_period * $clk_io_pct] -clock clk0 [all_outputs]
==> out/results.txt <==
Cell area after technology mapping: 3042 µm²
Number of cells after detailed placement: 569
Maximum VDD drop: 0.01064 mV
Timing-limited maximum frequency: 47.17 MHz
Cell total in the yosys stat output: 376
Final Hold Vio Count: 0
Most Frequent Cell on Critical Path: fa_2
Relative max-transition margin: 51.93%
Setup-failing EPs final: 2
Ports: 99
Critical Setup Path Class: in2out
Violations in the final reports: negative setup slack
Power Dens Cells: 26.98 nW/µm²
Estimated wirelength of the detail-placed design: 6.617 mm
Biggest area contributors in the synthesized netlist: ha_1 26%, fa_1 20%, o22ai_1 12%, xnor2_1 9.5%, a221oi_1 8.6%
Design Power: 0.0001166 W
Wire length per cell: 15.71 µm
Met3 Use GR: 2.715%
Outcome: finished, violations left
Commonest cells post-synth: 65 x inv_1, 64 x ha_1, 60 x o22ai_1, 33 x xnor2_1, 32 x nor2_1
Critical path fanouts, max: 3
Clock Buffer Count: 0
Count of pins over their slew limit: 0
Share of the clock period used by the worst path after layout: 101.4%
Routing usage on met1: 36.76%
Port-buffer cells: 99
MaxCap Viol Count: 0
Count of vias placed by the detailed router: 3129
Initial core utilization: 41.71%
Area overhead of the layout relative to synthesis: 42.12%
Number of warning messages in the logs: 67
Count of antenna diodes in the layout: 0
Die Span X: 89.20 µm
Hold crit path type: in2out
Global-route wire length before repair: 14.77 mm
Routing layer with the top usage in global route: met2
Static Leak: 1.875 nW
Least setup slack across all paths after layout: -0.2992 ns
Iteration-0 DRC count of the detailed router: 119
Synthesis area per yosys: 3042 µm²
Total wirelength of the detailed-routed design: 8.988 mm
Avg Inst Size Synth: 8.090 µm²
Area of all sequential standard cells: 0 µm²
Setup repair after global routing missed its margin: yes
Detailed-router iteration count before antenna repair: 4
Hold buffers post-CTS: 0
Post-route cell area: 4323 µm²
Largest stage delay on the critical path: 0.40 ns
Arrival time at the worst endpoint: 17.02 ns
Drt via density: 5.470
Min Tclk post-route: 21.20 ns
Hold path depth: 6
Placement row count: 31
CP delay by family, top: adder cells
Area of the die: 7957 µm²
Required @ worst endpoint: 16.72 ns
Num sequential: 0
Worst-margin pin slew: 0.7177 ns
Antenna Nets Post-Route: 0
Last element of the critical path: Output[31]
Area after DPL: 4295 µm²
Total of warnings raised by yosys: 2
Most numerous cell in the Yosys netlist: inv_1
Post-layout util: 59.28%
Global-route usage over all layers: 24.23%
Startpoint kind of the worst setup timing path: input port
Post-synthesis instance total: 376
Top cell type's share of synthesized area: 26.33%
Final Non-Filler Cells: 572
Seq/Total Area, Yosys: 0%
Die y size: 89.20 µm
Layout cell share with drive strength beyond 1: 16.07%
Post-synthesis cell type with the largest combined area: ha_1
Standard cell with the maximum stage delay on the critical path: fa_2
Maximum number of pins on one net before global-route repair: 37
Critical path launch point: FSel[1]
Endpoint type of the worst setup path: output pin
Distinct lib cells used: 27
RePlAce Congestion: 0.8315
Logic depth of the worst path, buffers included: 40
Met2 demand-to-capacity share in global routing: 40.67%
Aggregate global routing overflow: 0
Residual DRC: 0
Via count of the first global-routing pass: 3090
Area inside the core boundary: 7292 µm²
Number of antenna violations at the first check in global routing: 0
Number of buffer and inverter instances along the worst setup path: 3
-- cells in the final DEF (no fill, tap or decap), drive strengths merged, types with 2 or more instances in the layout --
cell and count:
clkdlybuf4s50 89, clkdlybuf4s15 2, nor3b 2, nor2 33, a211oi 2, nor4 2
inv 65, fa 30, ha 64, nand4 8, nor2b 5, clkbuf 2
a221oi 30, nand2b 4, o22ai 60, dlygate4sd2 2, xnor2 33, o21ai 2
buf 30
-- metrics by stage --
step | worst slack, ns | TNS, ns | hold slack [ns]
2_1_floorplan | -0.1410 | -0.1410 | 8.532
3_3_place_gp | -1.159 | -2.791 | 9.491
3_5_place_dp | -1.109 | -2.679 | 9.501
4_1_cts | -0.4172 | -0.7365 | 8.972
5_1_grt | -0.7601 | -1.452 | 9.024
6_report | -0.2992 | -0.5102 | 8.976
-- power breakdown --
part	total [W]	switching (W)	internal, W
sequential	0	0	0
combinational	0.000117	0.0000525	0.0000641
clock	0	0	0
-- worst min-delay path, delay by kind of cell --
family | cells | cell delay [ns]
AND-OR/OR-AND | 2 | 0.19
AND/OR/NAND/NOR | 1 | 0.11
buffers and inverters | 3 | 0.32
-- cells by family (layout without fill, tap and decap cells) --
| kind of cell | Yosys count | count (layout) | synth area share [%] |
|---|---|---|---|
| fa+ha+maj | 94 | 94 | 46.07 |
| mux | 1 | 1 | 0.3702 |
| compound gates | 97 | 97 | 22.67 |
| simple gates | 58 | 58 | 9.378 |
| buf+inv | 93 | 190 | 12.01 |
| xor+xnor | 33 | 33 | 9.502 |
-- timing repair --
action / CTS / global route
hold endpoints to repair: 0 / 0
cloned: 0 / 0
resized: 31 / 8
pin swaps: 2 / 3
setup endpoints to repair: 4 / 4
buffers inserted: 2 / 1
-- how the worst min path moves through the flow --
stage	startpoint	endpoint
after CTS	FSel[2]	Output[31]
after global routing	FSel[1]	Output[0]
final	FSel[1]	Output[0]
-- routing by layer --
metal / routed length (µm) / vias to the layer above
li1: - / 1524
met2: 4112 / 115
met4: 14 / 0
met1: 4274 / 1488
met5: 0 / -
met3: 587 / 2
-- cell type report --
type	instances	area, µm²
multi-input cells	283	2794
inverters	65	244.0
repair buffers	125	1161
fillers	675	2969
well taps	99	123.9
Power and IR drop assume default switching activity.
