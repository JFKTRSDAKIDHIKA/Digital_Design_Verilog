==> flow/design.v <==
module scan2ascii (
  input [7:0] scancode,  
  output reg [7:0] ascii  
);
  reg [7:0] rom [0:255];
  initial begin
    rom[8'h45] = 8'h30;  
    rom[8'h16] = 8'h31;  
    rom[8'h1E] = 8'h32;  
    rom[8'h26] = 8'h33;  
    rom[8'h25] = 8'h34;  
    rom[8'h2E] = 8'h35;  
    rom[8'h36] = 8'h36;  
    rom[8'h3D] = 8'h37;  
    rom[8'h3E] = 8'h38;  
    rom[8'h46] = 8'h39;  
    rom[8'h1C] = 8'h41;  
    rom[8'h32] = 8'h42;  
    rom[8'h21] = 8'h43;  
    rom[8'h23] = 8'h44;  
    rom[8'h24] = 8'h45;  
    rom[8'h2B] = 8'h46;  
    rom[8'h34] = 8'h47;  
    rom[8'h33] = 8'h48;  
    rom[8'h43] = 8'h49;  
    rom[8'h3B] = 8'h4A;  
    rom[8'h42] = 8'h4B;  
    rom[8'h4B] = 8'h4C;  
    rom[8'h3A] = 8'h4D;  
    rom[8'h31] = 8'h4E;  
    rom[8'h44] = 8'h4F;  
    rom[8'h4D] = 8'h50;  
    rom[8'h15] = 8'h51;  
    rom[8'h2D] = 8'h52;  
    rom[8'h1B] = 8'h53;  
    rom[8'h2C] = 8'h54;  
    rom[8'h3C] = 8'h55;  
    rom[8'h2A] = 8'h56;  
    rom[8'h1D] = 8'h57;  
    rom[8'h22] = 8'h58;  
    rom[8'h35] = 8'h59;  
    rom[8'h1A] = 8'h5A;  
    rom[8'h1C] = 8'h61;  
    rom[8'h32] = 8'h62;  
    rom[8'h21] = 8'h63;  
    rom[8'h23] = 8'h64;  
    rom[8'h24] = 8'h65;  
    rom[8'h2B] = 8'h66;  
    rom[8'h34] = 8'h67;  
    rom[8'h33] = 8'h68;  
    rom[8'h43] = 8'h69;  
    rom[8'h3B] = 8'h6A;  
    rom[8'h42] = 8'h6B;  
    rom[8'h4B] = 8'h6C;  
    rom[8'h3A] = 8'h6D;  
    rom[8'h31] = 8'h6E;  
    rom[8'h44] = 8'h6F;  
    rom[8'h4D] = 8'h70;  
    rom[8'h15] = 8'h71;  
    rom[8'h2D] = 8'h72;  
    rom[8'h1B] = 8'h73;  
    rom[8'h2C] = 8'h74;  
    rom[8'h3C] = 8'h75;  
    rom[8'h2A] = 8'h76;  
    rom[8'h1D] = 8'h77;  
    rom[8'h22] = 8'h78;  
    rom[8'h35] = 8'h79;  
    rom[8'h1A] = 8'h7A;  
    rom[8'h0E] = 8'h60;  
    rom[8'h4E] = 8'h2D;  
    rom[8'h55] = 8'h3D;  
    rom[8'h5D] = 8'h5C;  
    rom[8'h54] = 8'h5B;  
    rom[8'h5B] = 8'h5D;  
    rom[8'h4C] = 8'h3B;  
    rom[8'h52] = 8'h27;  
    rom[8'h41] = 8'h2C;  
    rom[8'h49] = 8'h2E;  
    rom[8'h4A] = 8'h2F;  
    rom[8'h5A] = 8'h0A;  
    rom[8'h29] = 8'h20;  
  end
  always @(*) begin
    ascii = rom[scancode];
  end
endmodule
==> flow/run.sh <==
#!/bin/bash
# OpenROAD 26Q1-2900-gdf79404cd8, Yosys 0.63+post, stock flow scripts
make -C /OpenROAD-flow-scripts/flow DESIGN_CONFIG=/design/flow/config.mk WORK_HOME=/design/flow/orfs finish
==> flow/config.mk <==
export PLATFORM = sky130hd
export DESIGN_NAME = scan2ascii
export DESIGN_NICKNAME = scan2ascii
export VERILOG_FILES = /design/flow/design.v
export SDC_FILE = /design/flow/constraint.sdc
export NUM_CORES = 4
export LEC_CHECK = 1
export CORE_AREA = 10 10 70 70
export DIE_AREA = 0 0 80 80
==> flow/constraint.sdc <==
current_design scan2ascii

set clk_period 1.7
set clk_io_pct 0.2

create_clock -name clk0 -period $clk_period

set non_clock_inputs [all_inputs -no_clocks]
set_input_delay [expr $clk_period * $clk_io_pct] -clock clk0 $non_clock_inputs
set_output_delay [expr $clk_period * $clk_io_pct] -clock clk0 [all_outputs]
==> flow_summary.toml <==
# flow metrics
[status]
status = "finished with violations"
violations = "negative setup slack"

[final_timing]
finalHoldViolations = 0
finalSetupViolCount = 6
finalWorstSetupSlack_ps = -236
holdWs_ps = 1250
fmaxAchievable_mhz = 517
period_minus_slack_ps = 1940
maxSlewViolCount = 0
min_period_over_period = 1.14
rsz0062_at_grt = "true"

[worst_setup_path]
path_max_fanout = 10
endpoint_kind = "output port"
start_kind = "input port"
path_cells = "buf_8, buf_8, buf_8, xor2_1, a21boi_1, o22ai_1, o31ai_1, buf_2"
cpPeakStageDelay_ps = 270
worstSetupPathType = "in -> out"
cp_top_family = "AND-OR/OR-AND gates"
crit_path_top_delay_cell = "o31ai_1"
worst-path-buf-inv = 4
required_ps = 1360
crit_arrival_ps = 1600
critPathMostFrequentCell = "buf_8"

[pwr]
p_per_area_nw_per_um2 = 268
ir_worst_vdd_v = 0.000103
p_int_w = 0.000251
seqPwrFrac = 0
combPwrFrac = 1.000
total_power_w = 0.000446
clock_power_share = 0
p_switching_w = 0.000195
power_leakage_nw = 0.693
p_sw_frac = 0.438

[yosys]
avgSynthCellArea_um2 = 6.64
ys_seq_frac = 0
synth_warnings = 1
yosys_cells = 104
synth.distinct_cells = 45
netlist_area_um2 = 691
synthCells = 104
yosysChipArea_um2 = 691

[finish]
final_cell_mix = "buf_4 (38), buf_6 (12), buf_2 (7)"
clkbuf_count = 0
final-seq-area_um2 = 0
synthToLayoutAreaGrowth_pct = 141
num-fill-cells = 283
layout_top_cell = "buf_4"
layout-drive-gt1-share = 0.712
flops = 0

[placement]
post-dp-hpwl_um = 1760
port_buffers = 14
place.gp.congestion = 0.953
dpl_worst_slack_ps = -936

[global_route]
grt_max_degree = 12
grt.overflow.total = 0
grt_pass1_wl_um = 6560
grt_util_all_layers = 0.123
grt_util_met2 = 0.203
first_global_vias = 1285
grt_util_met3 = 0.0170
met1_usage = 0.159
antenna_found_initial = 0
busiest_layer = "met2"

[routing]
drc = 0
routed_wl_um = 3850
firstDrtPassIters = 4
num_vias = 1126
vias_per_cell = 5.39
postRouteAntennaNets = 0
antenna_cells = 0
wl_per_cell_um = 18.4
dr.first_iter.drc_count = 73

[die]
rows = 21
dieArea_um2 = 6400
die_h_um = 80
fp_util = 0.202
die_x_um = 80
core-area_um2 = 3420
ioPinCount = 16

[clocking]
cts.hold.buffers_added = 0

[min_path]
hp-class = "in -> out"

[job]
maxCapViolCount = 0
tool_warnings = 38
worst min-delay path: stages:
cell,delay (ps)
clkdlybuf4s15_1,270
o311ai_1,130
a22oi_1,60
buf_2,110
metrics by stage:
stage	cell area (um2)	setup TNS, ps	util	instances
4_1_cts	1570	-645	0.459	209
3_3_place_gp	1110	-5890	0.325	186
2_1_floorplan	718	0	-	104
5_1_grt	1660	-1250	0.487	209
6_report	1660	-816	0.487	209
3_5_place_dp	1110	-5930	0.325	186
per-layer routing:
metal,part of all wire,up-vias
met5,0,-
met4,0.026,0
met3,0.066,11
met2,0.47,46
met1,0.43,554
li1,-,515
synthesized netlist by cell type (all sizes together):
cell type | number | area, um2
a311oi | 2 | 17.5
inv | 4 | 15.0
buf | 11 | 72.6
or2b | 1 | 7.51
a21oi | 7 | 35.0
and2b | 1 | 7.51
a21boi | 1 | 7.51
o31ai | 2 | 15.0
a31o | 2 | 17.5
a21o | 1 | 7.51
a2111oi | 1 | 8.76
nor2 | 4 | 15.0
ha | 4 | 50.1
conb | 1 | 3.75
o22ai | 2 | 12.5
nor2b | 6 | 37.5
nand3b | 2 | 15.0
a211o | 1 | 8.76
a31oi | 3 | 18.8
a211oi | 5 | 42.5
and2 | 1 | 6.26
nor3 | 8 | 40.0
clkbuf | 2 | 7.51
a22oi | 1 | 7.51
o221ai | 1 | 8.76
a221oi | 1 | 8.76
o311ai | 1 | 8.76
o21ai | 7 | 35.0
o211ai | 3 | 22.5
a221o | 1 | 10.0
mux2 | 1 | 11.3
nand2b | 5 | 31.3
nand3 | 1 | 5.00
xnor2 | 1 | 8.76
mux2i | 1 | 10.0
nand2 | 2 | 7.51
o21bai | 1 | 7.51
o21a | 1 | 7.51
nor3b | 1 | 7.51
xor2 | 2 | 17.5
nor4 | 1 | 6.26
layout make-up:
cell class | count | area, um2 | share of cell area
multi-input combinational | 87 | 846 | 0.509
inverter | 4 | 21.3 | 0.0128
tap | 46 | 57.6 | 0.0346
timing repair buffer | 72 | 738 | 0.444
timing repair:
action                                  in CTS  in global routing
resized                                    108                 22
buffers inserted                            17                  0
cloned                                       6                  0
pin swaps                                   29                 14
endpoints found under the setup margin       7                  6
power by group through the flow:
stage	combinational [W]	clock, W	sequential (W)
CTS	0.000392	0	0
global route	0.000477	0	0
finish	0.000446	0	0
cell families (layout without fill, tap and decap cells):
group / Yosys count / in the layout / share of synthesized area
other cells: 1 / 1 / 0.00543
fa+ha+maj: 4 / 4 / 0.0725
simple gates: 33 / 33 / 0.270
buf+inv: 17 / 76 / 0.138
compound gates: 44 / 44 / 0.446
xor+xnor: 3 / 3 / 0.0381
mux: 2 / 2 / 0.0308
path summary, 6_finish.rpt:
path	from	end	cells past startpoint
setup / recovery	scancode[2]	ascii[1]	8
hold / removal	scancode[5]	ascii[3]	4
Power figures rest on the tool's default switching activity, not on a simulated workload.
